<file path="./run.sh">
#!/bin/bash
# OpenROAD 26Q1-2900-gdf79404cd8, Yosys 0.63+post, stock flow scripts
make -C /OpenROAD-flow-scripts/flow DESIGN_CONFIG=/design/flow/config.mk WORK_HOME=/design/flow/orfs finish
</file>
<file path="./config.mk">
export PLATFORM = sky130hd
export DESIGN_NAME = hw1
export DESIGN_NICKNAME = hw1
export VERILOG_FILES = /design/flow/design.v
export SDC_FILE = /design/flow/constraint.sdc
export NUM_CORES = 4
export LEC_CHECK = 1
export CORE_UTILIZATION = 40
</file>
<file path="./constraint.sdc">
current_design hw1

set clk_period 4.3
set clk_io_pct 0.2

create_clock -name clk0 -period $clk_period [get_ports {clk_50M}]

set non_clock_inputs [all_inputs -no_clocks]
set_input_delay [expr $clk_period * $clk_io_pct] -clock clk0 $non_clock_inputs
set_output_delay [expr $clk_period * $clk_io_pct] -clock clk0 [all_outputs]
</file>
<file path="./design.v">
`timescale 1ns/1ns
module edge_detect (
   clk,
   rst_n,
   data_in,
   pos_edge,
   neg_edge 
   );
input      clk;
input      rst_n;
input      data_in;
output     pos_edge;
output     neg_edge;
reg        data_in_d1;
reg        data_in_d2; 
assign fail_pos_edge =  data_in & ~data_in_d1;
assign pos_edge =  data_in_d1 & ~data_in_d2;
assign neg_edge =  ~data_in_d1 & data_in_d2;
always@(posedge clk or negedge rst_n) 
begin
  if (!rst_n)
  begin
    data_in_d1 <=#1 1'b0;
    data_in_d2 <=#1 1'b0;
  end
  else 
  begin
    data_in_d1 <=#1 data_in;
    data_in_d2 <=#1 data_in_d1;   
  end
end
endmodule 
module hw1(
	input clk_50M,
	input reset_n,
	input [7:0] write_value,
	input write,
	output uart_txd,
	input uart_rxd,
	output read_error,
	output read_complete,
	output [7:0] read_value
);
	wire start;
	wire [7:0] tx_data;
	write_latch dataInput(
		.clk_50M(clk_50M),
		.reset_n(reset_n),
		.write(write),		
		.write_data(write_value),
		.start(start),
		.tx_data(tx_data)
	);
	wire run;
	wire tick;
	tx_time_gen alt_clk(
		.clk_50M(clk_50M),
		.reset_n(reset_n),
		.start(start),
		.tick(tick)
	);
	wire [7:0] out_data;
	wire [10:0] data;
	uart_txd_ctrl transmit_control(
		.clk_50M(clk_50M),
		.reset_n(reset_n),
		.tx_data(tx_data),
		.tick(tick),
		.start(start),
		.out(uart_txd)
	);
	wire [3:0] ticked_r;
	wire tick_r;
	rx_time_gen timer(
		.clk_50M(clk_50M),
		.reset_n(reset_n),
		.start(uart_rxd),
		.tick(tick_r),
		.full(read_complete)
	);
	uart_rxd_ctrl receive_control(
		.clk_50M(clk_50M),
		.reset_n(reset_n),
		.tick(tick_r),
		.uart_rxd(uart_rxd),
		.read_value(read_value),
		.read_error(read_error),
		.full(read_complete)
	);
endmodule 
module rx_time_gen(
	input clk_50M,
	input reset_n,
	input start,		 
	output reg tick,	 
	output full			 
);	
		reg count_enable;
		reg [3:0] ticked;
		reg [12:0] counter;
		always@(posedge clk_50M,negedge reset_n)begin
			if(!reset_n) counter <= 13'd0;
			else if(count_enable)begin	 
				if(counter == 13'd5208)	counter <= 13'd0;
				else counter <= counter + 13'd1;
			end 
			else begin
				counter <= counter;
			end
		end
		always@(posedge clk_50M,negedge reset_n)begin
			if(!reset_n) tick <= 1'b0;
			else if(counter == 13'd5208) tick <= 1'b1;
			else if(!start & full) tick <= 1'b1;
			else tick <= 1'b0;
		end	
		always@(posedge clk_50M,negedge reset_n)begin
			if(!reset_n) ticked <= 4'd0;
			else if(ticked == 4'd11) ticked <= 4'd0;
			else if(tick) ticked <= ticked + 4'd1;
			else if(!start && full) ticked <= 4'd0;  
			else ticked <= ticked;
		end 
		always@(posedge clk_50M,negedge reset_n)begin
			if(!reset_n) count_enable <= 1'b0;
			else if(ticked == 4'd11) count_enable <= 1'b0;
			else if(!start && full) count_enable <= 1'b1;  
			else count_enable <= count_enable;
		end
		assign full = ~count_enable;
endmodule
module shift_reg(
	input clk_50M,
	input reset_n,
	input enable,			 
	input [10:0] load,	 
	input load_en,			 
	output out				 
);
	reg [10:0] data;
	always@(posedge clk_50M,negedge reset_n)begin
		if(!reset_n) data <= 11'd0;
		else if(load_en) data <= load;
		else if(enable) data <= {1'b1,data[10:1]};
		else data <= data;
	end
	assign out = data[0];
endmodule 
module shift_reg_sipo(  
	input clk_50M,
	input reset_n,
	input uart_rxd,			 
	input tick,					 
	output [7:0] data_out,	 
	output priority_bit		 
);
	reg [10:0] data;
	always@(posedge clk_50M,negedge reset_n)begin
		if(!reset_n) data <= 11'd0;
		else if(tick)data <= {uart_rxd,data[10:1]};
		else data <= data;
	end
	assign data_out = data[8:1];
	assign priority_bit = data[9];
endmodule 
module transmittify(
	input clk_50M,
	input reset_n,
	input valid_i,					 
	input [7:0] orig_data,		 
	output reg [10:0] out_data, 
	output reg valid_o			 
);
	always@(*)begin
		out_data = {1'b1,^orig_data,orig_data,1'b0};
	end
	always@(posedge clk_50M,negedge reset_n)begin
		if(!reset_n) valid_o <= 1'b0;
		else valid_o <= valid_i;
	end
endmodule
module tx_time_gen(
	input clk_50M,
	input reset_n,
	input start,		 
	output reg tick	 
);	
		reg [3:0] ticked;
		reg count_enable;
		reg [12:0] counter;
		always@(posedge clk_50M,negedge reset_n)begin
			if(!reset_n) counter <= 13'd0;
			else if(count_enable)begin	 
				if(counter == 13'd5208)	counter <= 13'd0;
				else counter <= counter + 13'd1;
			end 
			else begin
				counter <= counter;
			end
		end
		always@(posedge clk_50M,negedge reset_n)begin
			if(!reset_n) tick <= 1'b0;
			else if(counter == 13'd5208) tick <= 1'b1;
			else tick <= 1'b0;
		end	
		always@(posedge clk_50M,negedge reset_n)begin
			if(!reset_n) ticked <= 4'd0;
			else if(ticked == 4'd11) ticked <= 4'd0;
			else if(tick) ticked <= ticked + 4'd1;
			else if(start) ticked <= 4'd0;
			else ticked <= ticked;
		end 
		always@(posedge clk_50M,negedge reset_n)begin
			if(!reset_n) count_enable <= 1'b0;
			else if(ticked == 4'd11) count_enable <= 1'b0;
			else if(start) count_enable <= 1'b1;
			else count_enable <= count_enable;
		end
endmodule
module uart_rxd_ctrl(
	input clk_50M,
	input reset_n,
	input tick,		 
	input uart_rxd, 
	input full,		 
	output [7:0] read_value,  
	output read_error			  
);
	wire [7:0] shift_entry;
	wire priority_bit;
	shift_reg_sipo shift_register(
		.clk_50M(clk_50M),
		.reset_n(reset_n),
		.uart_rxd(uart_rxd),
		.tick(tick),
		.data_out(shift_entry),
		.priority_bit(priority_bit)
	);
	assign read_error = ^{priority_bit,read_value} & full;
	assign read_value = shift_entry & {8{full}};
endmodule 
module uart_txd_ctrl(
	input clk_50M,
	input reset_n,
	input [7:0] tx_data,	 
	input tick,				 
	input start,			 
	output out				 
);
	wire [10:0] out_data;
	wire valid;
	transmittify tidy(
		.clk_50M(clk_50M),
		.reset_n(reset_n),
		.valid_i(start),
		.valid_o(valid),
		.orig_data(tx_data),
		.out_data(out_data)
	);
	shift_reg shift(
		.clk_50M(clk_50M),
		.reset_n(reset_n),
		.enable(tick),
		.load_en(valid),
		.load(out_data),
		.out(out)
	);
endmodule 
module write_latch(
	input clk_50M,
	input reset_n,
	input write,
	input [7:0] write_data,
	output start,
	output reg [7:0] tx_data
);
	always@(posedge clk_50M,negedge reset_n)begin
		if(!reset_n) tx_data <= 8'd0;
		else if(start) tx_data <= write_data;
		else tx_data <= tx_data;
	end
	edge_detect detect(
		.clk(clk_50M),
		.rst_n(reset_n),
		.data_in(write),	 
		.pos_edge(start)	 
	);
endmodule
</file>
==> run notes <==
The run finished with clean final reports. In this run the worst path has a maximum fanout of 4. For the worst flop-to-flop path, the logic depth is 6. The number of standard cells reported by yosys was 299; the vertical die dimension was 92.9 µm. The logs give 2340 ps for the register-to-register setup slack and 2183 for the number of global-route vias before repair.

The synthesis log from Yosys contains 8 warnings. By startpoint and endpoint, the worst setup path is classified as register to output port. Including well taps, the total number of placed cells is 416.

The leakage dissipation is 1.60 nW. Setup total negative slack on the finished layout was measured at 0 ps. The number of hold buffers added after CTS was 0. After layout, the minimum clock period comes to 2880 ps. Total power for the finished layout comes to 1.41 mW. The post-DP HPWL is 3.67 mm, and the number of buffers added for setup after CTS is 0.

Cell count along the critical path: 5. The final period utilization works out to 67.1%. The run gives 340 ps for the latest clock arrival within the worst-skew pair. In this run the worst setup path begins at receive_control.shift_register.data[6]. Per the gpl log, the routability congestion estimate is 0.842. The number of gates resized after CTS was 0. The worst setup path is captured at an output port. For this run, the slowest stage of the critical path takes 470 ps. The flow measured a signed area growth from synthesis to layout of 14.6%. The first TritonRoute pass finished after 4 iterations. Count of input and output buffers: 22.

In this run the number of H-tree levels came out at 3. The run gives 1 for the total buffers and inverters traversed by the critical path. Overall routing resource usage recorded by global route was 14.9%.

The clock net in this run drives a total of 70 sinks. In this run the critical register-to-register path is launched from alt_clk.counter[0]. The run gives 5.04 for the per-cell via count in the routed design. The cell area that synthesis handed to floorplanning was 3310 µm². For the worst slack on hold paths, the log shows 369 ps. The end of the worst register-to-register path is alt_clk.counter[2].

For this sky-water flow run, the detailed-routed wirelength per cell is reported as 12.8 µm. Setup repair after global routing left no endpoint under its margin. Derived from the worst setup path, the maximum achievable clock frequency is 0.347 GHz.

The number of warning messages in the logs works out to 27. The cell that appears most often on the critical path is sky130_fd_sc_hd__xnor2_1. The run gives 8.21 ps for the worst clock skew. After synthesis, flip-flops and latches occupy 53.0% of the total area.

The run gives 8640 µm² for the full die area. Looking at the cell usage after synthesis, the top flip-flop cell is sky130_fd_sc_hd__dfrtp_1. The detailed-route DRC error count is 0.

The slowest library cell on the worst path was sky130_fd_sc_hd__clkdlybuf4s50_1. The worst setup path is launched from a register. The max-cap violation count is 0.

Per the synth stats, the proportion of register bits with asynchronous set or reset is 100%. The core region is 7850 µm². In the synthesis report, Yosys lists the chip area as 3310 µm².

Synthesis produced a netlist whose cell count is 299. Data arrives at the worst endpoint at 2020 ps. Final wirelength: 5.55 mm. The report lists the cells along the critical path as xnor2_1, xnor3_1, xnor2_1, nor2_1, clkdlybuf4s50_1. Number of enable flip-flop cells: 0. The run gives 0 for the antenna diode instance count. The run gives 0 as the overall overflow remaining after global route. According to the timing report, the data required time at the worst endpoint equals 3440 ps. The first global-routing pass estimated 10.1 mm of wire.

The tools report the critical path capture point as read_error. The worst pin sits at a relative slew slack of 45.8%. The run gives 42.1% as the pre-placement core utilization. TritonCTS built the clock tree. The maximum number of buffers from clock root to sink is 2, and the power density over cell area is 372 nW/µm².

The initial antenna violation count came out at 0. Yosys reported a register bit count of 70. Cells fill 48.3% of the core in the end.

For this design the top-level I/O count stands at 23. The run gives 432 for the filler-free cell count of the finished design. For the number of rows in the core area, the log shows 32. With the number of unique standard cell types used by synthesis at 39, the largest net degree at the start of global routing is 40.

For this block, the via count after detailed routing is 2178. The final timing report lists a hold violation count of 0. The count of nets left with antenna violations once routing finished came out at 0. Cells with a size suffix above 1 make up 13.3% of the layout. The tools report the worst IR drop on VDD as 0.182 mV. The tools report the clock tree root driver cell as sky130_fd_sc_hd__clkbuf_8. Per the post-CTS timing run, clock transition at the registers of the reported paths is 70 ps. The transition time recorded at the tightest slew-check pin is 813 ps. The end-of-flow timing check tallies setup violations at 0. The class of the worst hold path is register to register. The logs give 9 for the number of buffers created by CTS and 0 for the final max-slew violation count. The synthesized area divided by synthesized cell count is 11.1 µm².

The cell family contributing the most delay on the critical path is XOR/XNOR gates. The horizontal die dimension reported for this design is 92.9 µm. Detailed-route iteration 0 reported a violation count of 117.
## cell usage in the layout (no fill, tap or decap), types with 2 or more instances in the layout
cell type	n
sky130_fd_sc_hd__dfrtp_1	70
sky130_fd_sc_hd__xnor2_1	24
sky130_fd_sc_hd__nand2_1	24
sky130_fd_sc_hd__clkdlybuf4s50_1	21
sky130_fd_sc_hd__mux2_2	19
sky130_fd_sc_hd__a21oi_1	16
sky130_fd_sc_hd__nor2b_1	15
sky130_fd_sc_hd__o21ai_0	15
sky130_fd_sc_hd__inv_1	12
sky130_fd_sc_hd__nor2_1	12
sky130_fd_sc_hd__nand3_1	11
sky130_fd_sc_hd__nor3_1	11
sky130_fd_sc_hd__mux2i_1	9
sky130_fd_sc_hd__clkbuf_8	9
sky130_fd_sc_hd__ha_1	6
sky130_fd_sc_hd__xor2_1	5
sky130_fd_sc_hd__nand4_1	4
sky130_fd_sc_hd__nor4_1	4
sky130_fd_sc_hd__o22ai_1	3
sky130_fd_sc_hd__or3_1	3
sky130_fd_sc_hd__clkbuf_1	3
sky130_fd_sc_hd__clkinv_2	3
sky130_fd_sc_hd__or4b_4	2
sky130_fd_sc_hd__nand4b_1	2
sky130_fd_sc_hd__or2_2	2
sky130_fd_sc_hd__and3_2	2
sky130_fd_sc_hd__o21ai_1	2
sky130_fd_sc_hd__a22o_1	2
sky130_fd_sc_hd__nand2b_1	2
sky130_fd_sc_hd__nor3b_1	2
sky130_fd_sc_hd__buf_4	2
## flip-flops by register name (all words and copies together), names as in the netlist
| name | count |
|---|---|
| alt_clk.tick | 1 |
| transmit_control.shift.data | 11 |
| alt_clk.counter | 13 |
| dataInput.tx_data | 8 |
| dataInput.detect.data_in_d2 | 1 |
| receive_control.shift_register.data | 10 |
| timer.tick | 1 |
| dataInput.detect.data_in_d1 | 1 |
| alt_clk.ticked | 4 |
| timer.count_enable | 1 |
| transmit_control.tidy.valid_o | 1 |
| timer.counter | 13 |
| alt_clk.count_enable | 1 |
| timer.ticked | 4 |
## metal layers
| layer | vias up | wire length [µm] | global-route usage [%] |
|---|---|---|---|
| met5 | - | 0 | 0 |
| met4 | 0 | 78 | 1.79 |
| met3 | 7 | 203 | 3.59 |
| met2 | 27 | 2420 | 22.0 |
| met1 | 1037 | 2850 | 23.9 |
| li1 | 1107 | - | - |
## through the flow
stage / area (µm²) / worst slack [ps]
after CTS: 3790 / 1390
final: 3790 / 1420
after global placement: 3630 / 1780
after global routing: 3790 / 1260
after floorplan: 3310 / 2330
after detailed placement: 3630 / 1790
## kinds of logic after synthesis
logic type | after synthesis | synth area share, %
AND-OR/OR-AND | 43 | 7.27
XOR/XNOR | 30 | 8.36
adder cells (fa/ha/maj) | 6 | 2.27
buffers and inverters | 21 | 2.42
flip-flops | 70 | 53.0
multiplexers | 28 | 9.19
AND/OR/NAND/NOR | 101 | 17.5
## power by group
part / switching (mW) / internal, mW / total (mW)
Combinational: 0.0885 / 0.102 / 0.190
Clock: 0.234 / 0.208 / 0.442
Sequential: 0.0556 / 0.720 / 0.775
## cells in the mapped netlist, types with 4 or more instances
cell,n,area [µm²]
sky130_fd_sc_hd__ha_1,6,75.1
sky130_fd_sc_hd__mux2i_1,9,90.1
sky130_fd_sc_hd__nand4_1,4,25.0
sky130_fd_sc_hd__clkbuf_1,8,30.0
sky130_fd_sc_hd__nor2b_1,15,93.8
sky130_fd_sc_hd__mux2_2,19,214
sky130_fd_sc_hd__inv_1,12,45.0
sky130_fd_sc_hd__xor2_1,5,43.8
sky130_fd_sc_hd__nor4_1,4,25.0
sky130_fd_sc_hd__a21oi_1,16,80.1
sky130_fd_sc_hd__nand2_1,24,90.1
sky130_fd_sc_hd__nor3_1,11,55.1
sky130_fd_sc_hd__dfrtp_1,70,1750
sky130_fd_sc_hd__o21ai_0,15,75.1
sky130_fd_sc_hd__xnor2_1,24,210
sky130_fd_sc_hd__nor2_1,12,45.0
sky130_fd_sc_hd__nand3_1,11,55.1
## how the worst min path moves through the flow
stage,to,startpoint,depth (start not counted),slack (ps)
after CTS,dataInput.detect.data_in_d2,dataInput.detect.data_in_d1,0,370
after global routing,dataInput.detect.data_in_d2,dataInput.detect.data_in_d1,0,380
final,dataInput.detect.data_in_d2,dataInput.detect.data_in_d1,0,370
## cell type report
type / instances / area (µm²)
clock buffers: 12 / 135
clock inverters: 4 / 23.8
fillers: 724 / 4060
inverters: 12 / 45.0
multi-input cells: 208 / 1480
flip-flops and latches: 70 / 1750
well taps: 102 / 128
repair buffers: 24 / 230
## worst reg2reg max path: cells and delay by family (launching register included)
| family | cells | cell delay (ps) |
|---|---|---|
| DFF | 1 | 410 |
| and+or+nand+nor | 3 | 900 |
| buffers and inverters | 1 | 120 |
| adders and majority gates | 1 | 150 |
| muxes | 1 | 260 |
Power is estimated from default activity; no workload was simulated.
